==> /design/flow/design.v <==
module N_bit_counter (clear, clock, count);
  parameter N = 7;
  input clock, clear;
  output reg [0:N] count;
  always @ (posedge clock) begin
    if (clear)
      count <= 0;
    else
      count <= count + 1;
  end
endmodule
==> /design/flow/run.sh <==
#!/bin/bash
# OpenROAD 26Q1-2900-gdf79404cd8, Yosys 0.63+post, stock flow scripts
make -C /OpenROAD-flow-scripts/flow DESIGN_CONFIG=/design/flow/config.mk WORK_HOME=/design/flow/orfs finish
==> /design/flow/config.mk <==
export PLATFORM = sky130hd
export DESIGN_NAME = N_bit_counter
export DESIGN_NICKNAME = N_bit_counter
export VERILOG_FILES = /design/flow/design.v
export SDC_FILE = /design/flow/constraint.sdc
export NUM_CORES = 4
export LEC_CHECK = 1
export CORE_AREA = 10 10 70 70
export DIE_AREA = 0 0 80 80
==> /design/flow/constraint.sdc <==
current_design N_bit_counter

set clk_period 1.8
set clk_io_pct 0.2

create_clock -name clk0 -period $clk_period [get_ports {clock}]

set non_clock_inputs [all_inputs -no_clocks]
set_input_delay [expr $clk_period * $clk_io_pct] -clock clk0 $non_clock_inputs
set_output_delay [expr $clk_period * $clk_io_pct] -clock clk0 [all_outputs]
==> out/summary.rpt <==
OUTCOME
----------------------------------------------------------------------------------
Result of the run                                                        completed

SYNTH
----------------------------------------------------------------------------------
Top area contributor share                                                   52.7%
Warnings, synthesis                                                              1
Post-synthesis sequential area ratio                                         52.7%
Post-synthesis sequential element count                                          8
Post-synthesis cell area                                                   304 um2
Cell taking the most area after synthesis                             sky130_fd_sc_hd__dfxtp_1
Area reported by Yosys stat                                                304 um2
Avg Inst Size Synth                                                       9.21 um2
Total cells reported by yosys after synthesis                                   33
Post-synthesis cell count                                                       33
Netlist cell types                                                              15
Top cells, area                                                       sky130_fd_sc_hd__dfxtp_1 (53%), sky130_fd_sc_hd__or3_1 (6.2%), sky130_fd_sc_hd__xnor2_1 (5.8%)

DIE
----------------------------------------------------------------------------------
Total die size                                                            6400 um2
Die boundary width                                                           80 um
Placeable core area                                                       3420 um2
Count of standard-cell rows                                                     21
Starting density of the core                                                 8.90%
Top Ports                                                                       10
DIE HEIGHT                                                                   80 um

FINISH
----------------------------------------------------------------------------------
Registers with the highest flip-flop counts                               count x8
Top cells excl fill/tap                                               sky130_fd_sc_hd__clkdlybuf4s50_1 (9), sky130_fd_sc_hd__dfxtp_1 (8), sky130_fd_sc_hd__nor2_1 (4)
Signed area change from the synthesized netlist to the final layout          54.7%
Most instantiated logic cell after routing                            sky130_fd_sc_hd__clkdlybuf4s50_1
Most flops, register                                                         count
Max FFs per register                                                             8
Share of layout cells above drive strength 1                                 9.09%
Fin util                                                                     13.8%
Layout Cells excl Fill                                                          90
Non-Filler Cell Area, Final                                                470 um2

TIMING
----------------------------------------------------------------------------------
PnR worst setup slack                                                     0.259 ns
Shortest period the worst path allows                                      1.54 ns
Fin Hold WS                                                               0.480 ns
Sum of negative setup slack                                                   0 ns
Clock Skews                                                             0.00617 ns
Number of failing hold endpoints at the final stage                              0
Total of endpoints with negative setup slack in the final report                 0
Unrepaired setup endpoints after global routing                              false
Highest achievable clock rate                                              649 MHz
Period utilization                                                           85.6%
Max-slew violation count                                                         0
Slew margin rel.                                                             78.6%
Worst Tran Pin Value                                                      0.320 ns

HOLD PATH
----------------------------------------------------------------------------------
Worst hold endpoint                                                   count[7]$_SDFF_PP0_
Number of stages on the worst hold path                                          1
Start point of the worst min-delay path                               count[7]$_SDFF_PP0_
Class of the tightest hold or removal check                           flop to flop

GLOBAL ROUTE
----------------------------------------------------------------------------------
Number of global-route vias before repair                                      271
Global-route total usage across every layer                                  2.67%
Initial antenna violation count                                                  0
First-pass GRT wire length                                                 1320 um
Remaining global-route overflow                                                  0
Pin count of the biggest net entering global routing                             9

SETUP PATH
----------------------------------------------------------------------------------
Flop-to-flop setup slack                                                   0.49 ns
Logic depth of the worst setup path including buffers                            1
Worst reg2reg path startpoint                                         count[7]$_SDFF_PP0_
Endpoint type of the worst setup path                                   output pin
Cell with the biggest individual delay on the critical path           sky130_fd_sc_hd__clkdlybuf4s50_1
Cells traversed along the worst timing path                           clkdlybuf4s50_1
Critical-path maximum fanout                                                     5
CP startpoint kind                                                            flop
Biggest cell delay along the critical path                                 0.51 ns
Kind of critical path                                                 flop to output pin
End of the worst register-to-register path                            count[1]$_SDFF_PP0_
Worst endpoint required time                                               1.44 ns
R2R cell count                                                                   4
Family with the most delay on the worst path                          buffers and inverters
Buffers plus inverters on the worst setup path                                   1
Crit path DAT                                                              1.18 ns

DETAILED ROUTING
----------------------------------------------------------------------------------
Via/cell ratio                                                                2.93
First drt pass iteration count                                                   4
Number of design rule violations left after detail routing                       0
Routed WL per cell                                                         8.02 um
Drt first-iter violations                                                       38
Antenna diode count                                                              0
Count of nets left with antenna violations after detail routing                  0
DRT Wirelength                                                              722 um
Via Count                                                                      264

RUN
----------------------------------------------------------------------------------
Max Cap Violations                                                               0
Number of warnings in the stage logs                                            25

PWR
----------------------------------------------------------------------------------
Power share of the sequential group                                          54.0%
Power density cells                                                     748 nW/um2
Internal cell power                                                         276 uW
Switching power total                                                      76.0 uW
Switching power share of the total                                           21.6%
Clock power frac                                                             39.2%
Worst voltage drop across the vdd grid                                    0.384 mV
Total power                                                                 352 uW
Leakage Power                                                             0.148 nW
Portion of total power attributed to combinational logic                      6.8%

CLOCK NETWORK
----------------------------------------------------------------------------------
PostCTS Resize Cnt                                                               0
CTS tree                                                                      done
Post-CTS setup-driven buffer insertion count                                     0
CTS H-Tree Depth                                                                 1
CTS Hold Bufs                                                                    0
Clk pin slew, worst setup/hold paths                                       0.06 ns
Worst skew pair latency                                                    0.25 ns
CTS max path bufs                                                                2
CTS Sinks                                                                        8
Root buffer cell                                                      sky130_fd_sc_hd__clkbuf_4
Number of clock buffers inserted by TritonCTS                                    3

PLACED DESIGN
----------------------------------------------------------------------------------
Global placement routability congestion                                      0.740
Dpl cell area                                                              448 um2
DP HPWL                                                                     574 um
Port Buf Inserts                                                                 9
Pre-CTS WS                                                                0.517 ns
Placed cell count                                                               87

[power groups by stage]
stage | sequential, mW | clock, mW | combinational (mW)
final | 0.190 | 0.138 | 0.0240
after global routing | 0.191 | 0.152 | 0.0279
after CTS | 0.190 | 0.136 | 0.0244
[area by class of cell]
class	count	area [um2]
clock buffers	3	22.5
fillers	403	2950
inverters	1	3.75
multi-input cells	23	136
flip-flops and latches	8	160
well taps	46	57.6
repair buffers	9	90.1
[cell families after synthesis]
logic type,Yosys count,synth area share [%]
adder cells (fa/ha/maj),1,4.11
AND-OR/OR-AND,6,9.87
AND/OR/NAND/NOR,13,22.2
flip-flops,8,52.7
XOR/XNOR,3,8.64
buffers and inverters,2,2.47
[how the worst max path moves through the flow]
stage         endpoint  slack [ns]                start
CTS           count[3]        0.27  count[3]$_SDFF_PP0_
global route  count[5]        0.20  count[5]$_SDFF_PP0_
finish        count[5]        0.26  count[5]$_SDFF_PP0_
[synth_stat cells]
library cell,n
sky130_fd_sc_hd__dfxtp_1,8
sky130_fd_sc_hd__nor2_1,4
sky130_fd_sc_hd__a21oi_1,3
sky130_fd_sc_hd__o21ai_0,3
sky130_fd_sc_hd__or3_1,3
sky130_fd_sc_hd__nand3_1,2
sky130_fd_sc_hd__xnor2_1,2
sky130_fd_sc_hd__and3_2,1
sky130_fd_sc_hd__clkbuf_1,1
sky130_fd_sc_hd__ha_1,1
sky130_fd_sc_hd__inv_1,1
sky130_fd_sc_hd__nand2_1,1
sky130_fd_sc_hd__nand4_1,1
sky130_fd_sc_hd__nor2b_1,1
sky130_fd_sc_hd__xor2_1,1
[worst reg2reg max path, stage by stage, from the launching register on]
cell,delay [ns]
sky130_fd_sc_hd__dfxtp_1,0.39
sky130_fd_sc_hd__ha_1,0.21
sky130_fd_sc_hd__nand3_1,0.14
sky130_fd_sc_hd__or3_1,0.37
sky130_fd_sc_hd__a21oi_1,0.14
[routing by layer]
| metal | routed length [um] | share of wire [%] | vias to the layer above | track usage [%] |
|---|---|---|---|---|
| met5 | 0 | 0 | - | 0 |
| met1 | 344 | 48 | 112 | 3.56 |
| met2 | 170 | 24 | 16 | 2.49 |
| li1 | - | - | 136 | - |
| met3 | 206 | 29 | 0 | 3.41 |
| met4 | 0 | 0 | 0 | 0.176 |
Power is estimated from default activity; no workload was simulated.
