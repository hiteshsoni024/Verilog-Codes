==> /design/flow/design.v <==
module parallel_adder(sum ,cout ,in1 ,in2 ,cin );
  input [7:0] in1,in2;
  input cin;
  output [7:0] sum;
  output cout;
  assign #20 {cout,sum}=in1+in2+cin;
endmodule
==> /design/flow/run.sh <==
#!/bin/bash
# OpenROAD 26Q1-2900-gdf79404cd8, Yosys 0.63+post, stock flow scripts
make -C /OpenROAD-flow-scripts/flow DESIGN_CONFIG=/design/flow/config.mk WORK_HOME=/design/flow/orfs finish
==> /design/flow/config.mk <==
export PLATFORM = sky130hd
export DESIGN_NAME = parallel_adder
export DESIGN_NICKNAME = parallel_adder
export VERILOG_FILES = /design/flow/design.v
export SDC_FILE = /design/flow/constraint.sdc
export NUM_CORES = 4
export LEC_CHECK = 1
export CORE_AREA = 10 10 70 70
export DIE_AREA = 0 0 80 80
==> /design/flow/constraint.sdc <==
current_design parallel_adder

set clk_period 5.8
set clk_io_pct 0.2

create_clock -name clk0 -period $clk_period

set non_clock_inputs [all_inputs -no_clocks]
set_input_delay [expr $clk_period * $clk_io_pct] -clock clk0 $non_clock_inputs
set_output_delay [expr $clk_period * $clk_io_pct] -clock clk0 [all_outputs]
==> results.sh <==
# yosys + openroad results
export IMPL_cp_cell_sequence="clkdlybuf4s50_1, fa_1, fa_1, a21oi_1, nor2_1, nor2_1, xnor2_1, clkdlybuf4s50_1"
export IMPL_holdWs_ns=3.400
export IMPL_antenna_found_initial=0
export IMPL_crit_path_max_incr_delay_ns=0.48
export IMPL_crit_required_ns=4.64
export IMPL_drive_gt1_share_pct=1.471
export IMPL_cts_setup_buffers=0
export IMPL_initial_core_util_pct=9.707
export IMPL_hold_class="input port to output pin"
export IMPL_ir_worst_vdd_mv=0.04254
export IMPL_tool_warnings=32
export IMPL_port_buffers=26
export IMPL_finalMaxSlewViolations=0
export IMPL_worst_endpoint_arrival_ns=3.54
export IMPL_end_kind="output pin"
export IMPL_ff_latch_area_um2=0
export IMPL_fin_tns_setup_ns=0
export IMPL_post_route_util_pct=19.01
export IMPL_rsz0062_at_grt="false"
export IMPL_drt_antenna_violating_nets=0
export IMPL_dp_hpwl_mm=1.010
export IMPL_ys_cells=42
export IMPL_maxCapViolations=0
export IMPL_status="complete, no violations"
export IMPL_tightest_slew_ns=0.3411
export IMPL_ys_warn_count=0
export IMPL_core_um2=3416
export IMPL_setup_viol=0
export IMPL_diodes=0
export IMPL_setup_worst_path_class="input port to output pin"
export IMPL_first_iter_violations=9
export IMPL_fmax_mhz=212.6
export IMPL_place_ws_ns=1.094
export IMPL_ff_count=0
export IMPL_dieArea_um2=6400
export IMPL_post_route_min_period_ns=4.704
export IMPL_ys_area_um2=331.6
export IMPL_wirelength_mm=1.103
export IMPL_cts_resized_gates=0
export IMPL_cts_hold_buffers=0
export IMPL_crit_path_start_kind="input port"
export IMPL_drc=0
export IMPL_first_pass_iters=2
export IMPL_n_clock_buffer=0
export IMPL_rows=21
export IMPL_p_leak_nw=0.2575
export IMPL_final_hold_violation_count=0
export IMPL_syn_avg_cell_area_um2=7.894
export IMPL_wire_per_inst_um=9.675
export IMPL_crit_path_max_fanout=2
export IMPL_yosysSeqAreaShare_pct=0
export IMPL_hold_depth=3
export IMPL_gr_usage_all_layers_pct=3.285
export IMPL_avgViaCountPerCell=3.491
export IMPL_gp_routability_congestion=0.8072
export IMPL_worst_slack_ns=1.096
export IMPL_cp_slowest_cell="clkdlybuf4s50_1"
export IMPL_power_density_nw_per_um2=103.3
export IMPL_syn_cell_area_um2=331.6
export IMPL_syn_instance_count=42
export IMPL_grt_pass1_wl_mm=1.780
export IMPL_pin_count=26
export IMPL_overflow=0
export IMPL_grt_max_degree=7
export IMPL_max_slew_margin_pct=76.68
export IMPL_synthDistinctLibCells=20
export IMPL_power_total_w=0.00006709
export IMPL_synthToLayoutAreaGrowth_pct=95.85
export IMPL_dieHeight_um=80
export IMPL_die_x_um=80
export IMPL_first_global_vias=399
export IMPL_finalCritPeriodShare_pct=81.11
export IMPL_fillers=381
export IMPL_vias=398
-- where the power goes --
group	total [W]	internal, W	leakage (nW)	switching [W]
logic	0.0000671	0.0000445	0.258	0.0000226
registers	0	0	0	0
clock network	0	0	0	0
-- routing by layer --
metal | routed length, µm | global-route usage [%]
met3 | 158 | 1.364
met4 | 0 | 0
met5 | 0 | 0
met1 | 568 | 4.838
met2 | 376 | 4.575
-- worst paths after layout --
kind | from | to | slack, ns
worst max-delay path | in1[0] | sum[6] | 1.10
worst min-delay path | cin | sum[0] | 3.40
-- worst max-delay path, delay by kind of cell --
family / cells / cell delay, ns
buffers and inverters: 2 / 0.91
adder cells (fa/ha/maj): 2 / 0.87
AND-OR/OR-AND: 1 / 0.21
AND/OR/NAND/NOR: 2 / 0.25
XOR/XNOR: 1 / 0.14
-- placed cells by master, fill, tap and decap left out --
| cell type | netlist | final |
|---|---|---|
| clkdlybuf4s50_1 | 0 | 26 |
| ha_1 | 7 | 7 |
| a21oi_1 | 5 | 5 |
| nand2_1 | 3 | 3 |
| a21o_1 | 2 | 2 |
| nand3_1 | 2 | 2 |
| nor2_1 | 2 | 2 |
| inv_1 | 2 | 2 |
| nor2b_1 | 2 | 2 |
| nor3_1 | 2 | 2 |
| xnor2_1 | 2 | 2 |
| a311o_1 | 2 | 2 |
| xor2_1 | 2 | 2 |
| fa_1 | 2 | 2 |
| o21ai_0 | 1 | 1 |
| a2111oi_0 | 1 | 1 |
| mux2i_1 | 1 | 1 |
| a221oi_1 | 1 | 1 |
| inv_2 | 1 | 1 |
| nor4_1 | 1 | 1 |
| o21bai_1 | 1 | 1 |
-- logic make-up (layout without fill, tap and decap cells) --
group                      Yosys count  count (layout)  share of synthesized area (%)
AOI/OAI and AO/OA                   13              13                          27.17
and+or+nand+nor                     12              12                          17.36
adders and majority gates            9               9                          38.49
xor gates and xnor gates             4               4                          10.57
buffers and inverters                3              29                          3.396
muxes                                1               1                          3.019
-- synth_stat cells (all sizes together) (2+ instances only) --
| cell type | n | area share (%) |
|---|---|---|
| a311o | 2 | 6.0 |
| xor2 | 2 | 5.3 |
| ha | 7 | 26 |
| nor3 | 2 | 3.0 |
| nand2 | 3 | 3.4 |
| fa | 2 | 12 |
| xnor2 | 2 | 5.3 |
| nand3 | 2 | 3.0 |
| inv | 3 | 3.4 |
| nor2 | 2 | 2.3 |
| a21oi | 5 | 7.5 |
| nor2b | 2 | 3.8 |
| a21o | 2 | 4.5 |
-- final cells by class --
cell class	count	area (µm²)	share of cell area [%]
Inverter	3	11.26	1.734
Multi-Input combinational cell	39	320.3	49.33
Tap cell	46	57.56	8.863
Timing Repair Buffer	26	260.3	40.08
-- metrics by stage --
step | area, µm² | instances
6_report | 649.4 | 114
2_1_floorplan | 331.6 | 42
5_1_grt | 649.4 | 114
3_3_place_gp | 649.4 | 114
4_1_cts | 649.4 | 114
3_5_place_dp | 649.4 | 114
Power figures rest on the tool's default switching activity, not on a simulated workload.
