===== /design/flow/config.mk =====
export PLATFORM = sky130hd
export DESIGN_NAME = counter
export DESIGN_NICKNAME = counter
export VERILOG_FILES = /design/flow/design.v
export SDC_FILE = /design/flow/constraint.sdc
export NUM_CORES = 4
export LEC_CHECK = 1
export CORE_UTILIZATION = 30

===== /design/flow/constraint.sdc =====
current_design counter

set clk_period 4.4
set clk_io_pct 0.2

create_clock -name clk0 -period $clk_period [get_ports {clk}]

set non_clock_inputs [all_inputs -no_clocks]
set_input_delay [expr $clk_period * $clk_io_pct] -clock clk0 $non_clock_inputs
set_output_delay [expr $clk_period * $clk_io_pct] -clock clk0 [all_outputs]

===== /design/flow/design.v =====
module counter(clk , reset,count);
  input clk,reset;
  output reg [31:0] count ;
  always @ (posedge clk or posedge reset )
    begin
      if (reset)
        count = 32'b0;
      else 
        count = count + 1;
    end
endmodule

===== /design/flow/run.sh =====
#!/bin/bash
# OpenROAD 26Q1-2900-gdf79404cd8, Yosys 0.63+post, stock flow scripts
make -C /OpenROAD-flow-scripts/flow DESIGN_CONFIG=/design/flow/config.mk WORK_HOME=/design/flow/orfs finish

==> results_slide.txt <==
Run Summary

Clock network
  • Clk ins delay skew pair: approximately 0.28 ns
  • CTS tree: yes
  • CTS Sinks: 32
  • Setup Buffers After CTS: 0
  • Cts bufs inserted: 5
  • Clk slew on worst S/H paths: around 0.06 ns
  • H-tree Lvls: 2
  • CTS Root Cell: clkbuf_8
  • Clk buf depth: 2
  • Post-CTS sizing: 0
  • Hold-fix buffers, CTS: 0

Global route
  • Vias in the first global route: 1,057
  • Total gr overflow: 0
  • M1 GR Usage: 0.1988
  • Met2 usage: 0.1796
  • Total Routing Usage GR: 0.1264
  • Met3 usage: 0.04225
  • Largest net degree at the start of global routing: 33
  • GR peak layer: met1
  • Initial antenna violation count: 0
  • First-pass GRT wire length: approximately 5 mm

Layout
  • Final instance area: roughly 2000 sq um
  • Area delta synth->final: 32.86%
  • Max reg flops: 32
  • Share of cells above drive strength 1: 0.08982

Logic synthesis
  • FF+latch count, synth: 32
  • Commonest cells in the netlist: 32 x dfrtp_1, 19 x xor2_1, 11 x xnor2_1
  • Cell count after synthesis: 129
  • Post-synth seq share: 0.5378
  • Cell Type Count: 21
  • Ys Warns: 1
  • Yosys chip area: 1489 sq um
  • Avg Cell Area, Syn: roughly 12 sq um
  • Cell area leaders: dfrtp_1 54%, xor2_1 11%, xnor2_1 6.5%
  • Synth top cell by count: dfrtp_1
  • Commonest register cell after synthesis: dfrtp_1
  • Count of library flops with an enable pin: 0
  • Fraction of registers with async set/reset: 1.000
  • Area leader share: 0.5378
  • Yosys cell count: 129
  • Area leader, netlist: dfrtp_1
  • Netlist Area Pre-Place: 1489 sq um

Detailed routing
  • Detailed Route WL: between 2 and 3 mm
  • Iter 0 DRT Violations: ~43
  • Pre-antenna DRT Iters: 4
  • Post-route antenna net violation count: 0
  • Antenna cells: 0
  • Vias per std cell: 4.692
  • Via total after detailed routing: roughly 1,100
  • Wire per inst: 12.51 um
  • Drc violations: 0

Power
  • Static leakage power: 0.8810 nW
  • Sw Pwr: 104.0 uW
  • Peak VDD IR: 0.1454 mV
  • Pint: 423.0 uW
  • Power share of the clock group: 0.428
  • PwrDens: about 270 nW/um^2
  • Comb power frac: 0.013
  • Sequential power share: 0.558
  • Net Sw Frac: 0.1974

Final timing
  • Post-Route Setup TNS: 0 ns
  • RSZ-0062 raised after global routing: no
  • Skew final: ~0.002 ns
  • Fin crit share: 0.4851
  • Worst-margin pin slew: around 0.5 ns
  • Fmax: 468.5 MHz
  • Setup violations, final: 0
  • Slew margin rel.: 0.6647
  • Count of final hold-check violations: 0
  • Slew Viols, Final: 0
  • Crit path time final: 2.135 ns

Setup path
  • Reg2reg start: count[0]$_DFF_PP0_
  • R2r endpoint: count[20]$_DFF_PP0_
  • Setup CP Type: flop to output port
  • Top delay family on crit path: buffers and inverters
  • CP max stage delay: between 0.5 and 0.6 ns
  • Setup slack, reg-to-reg: about 2.6 ns
  • Element type at the critical path start: flop
  • Critical Path End Type: output port
  • Max FO, Critical Path: 5
  • Critical-path cell list: clkdlybuf4s50_1
  • Slowest stage cell, crit path: clkdlybuf4s50_1
  • Buf/Inv on CP: 1
  • R2R cell count: 5
  • Worst EP required: 3.52 ns
  • WP data arrival: ~1.3 ns
  • WP depth: 1

Placement
  • Placer Congestion: 0.7730
  • Number of buffers added on ports: 33
  • Detailed placement HPWL: a little over 2 mm
  • Placed cell areas: 1888 sq um

Status
  • Status: completed

Min path
  • Hold Crit Start: count[31]$_DFF_PP0_
  • Hold EP: count[31]$_DFF_PP0_
  • Hold Path Depth: 1
  • Worst hold-check path type: flop to flop

Floorplan
  • Floorplan utilization: 0.3132
  • Total core area: around 4800 sq um
  • Die Size: 5249 sq um
  • Row count: 25
  • Die x size: around 72 um
  • Ports: 34
  • Die y size: 72.45 um

Job
  • Log Warnings: 25
  • Max Cap Violations: 0
==> layer usage <==
| layer | routed length, um | share of wire | vias up |
|---|---|---|---|
| met4 | 48 | 0.016 | 0 |
| li1 | - | - | 524 |
| met5 | 0 | 0 | - |
| met3 | 218 | 0.074 | 6 |
| met1 | 1384 | 0.47 | 529 |
| met2 | 1276 | 0.44 | 39 |
==> kinds of logic (layout without fill, tap and decap cells) <==
family | Yosys count | in the layout | synth area share
xor gates and xnor gates | 30 | 30 | 0.1765
adders and majority gates | 1 | 1 | 0.008402
buffers and inverters | 9 | 47 | 0.02773
DFF | 32 | 32 | 0.5378
and+or+nand+nor | 57 | 57 | 0.2496
==> area by class of cell <==
cell class	instances	area (sq um)
clock buffer	8	90.09
fill	456	2776
inverter	5	18.77
multi-input combinational	88	646.9
sequential	32	800.8
tap	67	83.83
timing repair buffer	34	337.8
==> layout by cell type, fill, tap and decap left out <==
cell | synthesis | layout
nor4_2 | 4 | 4
ha_1 | 1 | 1
buf_4 | 1 | 1
nand4_1 | 4 | 4
xnor2_1 | 11 | 11
nand3_2 | 1 | 1
clkdlybuf4s50_1 | 0 | 33
nor4_1 | 6 | 6
nand3_1 | 10 | 10
inv_1 | 5 | 5
nor3b_1 | 1 | 1
nor2b_1 | 1 | 1
nand2_2 | 1 | 1
nand3_4 | 2 | 2
and4_1 | 5 | 5
clkbuf_8 | 0 | 6
nand2_1 | 9 | 9
and3_1 | 5 | 5
nor2_1 | 4 | 4
dfrtp_1 | 32 | 32
nor3_1 | 4 | 4
xor2_1 | 19 | 19
clkbuf_1 | 0 | 2
==> power groups by stage <==
stage	Clock [mW]	Combinational (mW)	Sequential, mW
global route	0.253	0.00862	0.294
finish	0.226	0.00697	0.294
CTS	0.234	0.00761	0.294
==> through the flow <==
step                power, mW    util  setup slack, ns  std cells  hold slack [ns]
finish                 0.5271  0.4161            2.265        234           0.4746
global route           0.5559  0.4161            2.221        234           0.5071
CTS                    0.5360  0.4161            2.259        234           0.4818
detailed placement     0.3073  0.3971            2.565        226           0.4640
global placement       0.3070  0.3971            2.569        226           0.4656
floorplan              0.3040       -            2.829        129           0.4204
==> worst max path at each step <==
stage	start	endpoint	slack, ns
CTS	count[21]$_DFF_PP0_	count[21]	2.26
global route	count[21]$_DFF_PP0_	count[21]	2.22
finish	count[21]$_DFF_PP0_	count[21]	2.27
Power is estimated from default activity; no workload was simulated.
